<file path="design.v">
module expresso(clk, money, sen_borra, sen_grao, sen_temp, nvl_agua, sel_ciclos, rst, coffee, balance,clock1hz,busy);
input clk, money, sen_borra, sen_grao, sen_temp, nvl_agua, rst,clock1hz;
input [2:0] sel_ciclos;
output reg coffee, balance, busy;
	parameter [3:0] S1contagem_money=4'b0001;  
	parameter [3:0] S2verifica_agua=4'b0011;  
	parameter [3:0] S3verifica_borra=4'b0010;  
	parameter [3:0] S4sel_ciclos=4'b0110;  
	parameter [3:0] S5verifica_temp=4'b0111;  
	parameter [3:0] S6ciclo_moagem=4'b0101;  
	parameter [3:0] S7verifica_graos=4'b0100;  
	parameter [3:0] S8espera=4'b1100;  
	parameter [3:0] S9cafe=4'b1101;  
	reg [3:0] next_state;
	reg [3:0] current_state;
	reg [3:0] contador=0;
	reg [2:0] n_ciclos;
	reg enable=1'b0;
	reg aux;
	always@(posedge clock1hz)   
        begin
				enable=aux;
            if(enable)
                contador=contador+1;
				if(contador==10)begin
				enable=0;
				contador=0;
				end
        end
	always @(posedge clk)
		begin
			if(rst) begin
				current_state<=S1contagem_money;
				busy= 0;
				end
			else begin
				current_state<=next_state;
				busy= 1;
				end
		end
	always @(current_state or sen_borra or sen_grao or sen_temp or nvl_agua or sel_ciclos)begin
			case(current_state)
			S1contagem_money: begin
							 if(money== 50)
								next_state<=S2verifica_agua;  
							 else if(money< 50)
							 	next_state<=S1contagem_money;  
							 else begin
							 	next_state<=S2verifica_agua;  
								balance = money - 50;
								end
							 end
			S2verifica_agua: begin 
							 if(nvl_agua)
								next_state<=S3verifica_borra;  
							 else 
							 	next_state<=S2verifica_agua;  
								end
			S3verifica_borra: begin 
								if(!sen_borra)
								next_state<=S4sel_ciclos;  
							  else 
							  	next_state<=S3verifica_borra;  
								end
			S4sel_ciclos: begin 
								aux=1'b1;
								case(sel_ciclos)
								3'b000: n_ciclos<=1;
								3'b001: n_ciclos<=2;
								3'b010: n_ciclos<=3;
								3'b011: n_ciclos<=4;
								3'b100: n_ciclos<=5;
								3'b101: n_ciclos<=6;
								3'b110: n_ciclos<=7;
								3'b111: n_ciclos<=8;
								endcase
								if(contador==10)
									next_state<=S5verifica_temp;  
								aux=1'b0;
								end
			S5verifica_temp: begin
									if(sen_temp)
									next_state<=S6ciclo_moagem;  
									else
									next_state<=S5verifica_temp;  
									end
			S6ciclo_moagem: begin
									case(n_ciclos)
                                0: begin
                                    end
                                1: begin                          
											  next_state <= S7verifica_graos;
                                    end
                                2: begin
                                   n_ciclos <= (n_ciclos-1);
											  next_state <= S7verifica_graos;
                                    end
                                3: begin     
                                   n_ciclos <= (n_ciclos-1);
											  next_state <= S7verifica_graos;
                                    end
                                4: begin
                                   n_ciclos <= (n_ciclos-1);
											  next_state <= S7verifica_graos;
                                    end
                                5: begin
                                   n_ciclos <= (n_ciclos-1);
											  next_state <= S7verifica_graos;
                                    end
                                6: begin
                                   n_ciclos <= (n_ciclos-1);
											  next_state <= S7verifica_graos;
                                    end
                                7: begin
                                   n_ciclos <= (n_ciclos-1);
											  next_state <= S7verifica_graos;
                                    end
                                8: begin
                                   n_ciclos <= (n_ciclos-1);
											  next_state <= S7verifica_graos;
                                    end
										  default: next_state<=S7verifica_graos;
                            endcase
								end
			S7verifica_graos: begin  
									if(sen_grao)
										next_state<=S6ciclo_moagem;  
									else
										next_state<=S8espera;  
									end
			S8espera: begin
						 aux=1'b1;
						 if(contador==10)begin  
								aux=1'b0;
								if(sen_grao)  
										next_state<=S6ciclo_moagem;  
								 else
										next_state<=S4sel_ciclos;  
												end
							end
			S9cafe: next_state<=S1contagem_money;				
					endcase
			end
	always@ (current_state)begin
		case(current_state)
			S1contagem_money: coffee=0;
			S2verifica_agua: coffee=0;
			S3verifica_borra: coffee=0;
			S4sel_ciclos: coffee=0;
			S5verifica_temp: coffee=0;
			S6ciclo_moagem: coffee=0;
			S7verifica_graos: coffee= 0;
			S8espera: coffee=0;
			S9cafe: coffee=1;
		endcase
		end
endmodule 
module medio(clk, money, sen_borra, sen_grao, sen_temp, nvl_agua, sel_ciclos, rst, coffee, balance,clock1hz,busy);
input clk, money, sen_borra, sen_grao, sen_temp, nvl_agua, rst,clock1hz;
input [2:0] sel_ciclos;
output reg coffee, balance, busy;
	parameter [3:0] S1contagem_money=4'b0001;  
	parameter [3:0] S2verifica_agua=4'b0011;  
	parameter [3:0] S3verifica_borra=4'b0010;  
	parameter [3:0] S4sel_ciclos=4'b0110;  
	parameter [3:0] S5verifica_temp=4'b0111;  
	parameter [3:0] S6ciclo_moagem=4'b0101;  
	parameter [3:0] S7verifica_graos=4'b0100;  
	parameter [3:0] S8espera=4'b1100;  
	parameter [3:0] S9cafe=4'b1101;  
	reg [3:0] next_state;
	reg [3:0] current_state;
	reg [3:0] contador=0;
	reg [2:0] n_ciclos;
	reg enable=1'b0;
	reg aux;
	always@(posedge clock1hz)   
        begin
				enable=aux;
            if(enable)
                contador=contador+1;
				if(contador==10)begin
				enable=0;
				contador=0;
				end
        end
	always @(posedge clk)
		begin
			if(rst) begin
				current_state<=S1contagem_money;
				busy= 0;
				end
			else begin
				current_state<=next_state;
				busy= 1;
				end
		end
	always @(current_state or sen_borra or sen_grao or sen_temp or nvl_agua or sel_ciclos)begin
			case(current_state)
			S1contagem_money: begin
							 if(money== 50)
								next_state<=S2verifica_agua;  
							 else if(money< 50)
							 	next_state<=S1contagem_money;  
							 else begin
							 	next_state<=S2verifica_agua;  
								balance = money - 50;
								end
							 end
			S2verifica_agua: begin 
							 if(nvl_agua)
								next_state<=S3verifica_borra;  
							 else 
							 	next_state<=S2verifica_agua;  
								end
			S3verifica_borra: begin 
								if(!sen_borra)
								next_state<=S4sel_ciclos;  
							  else 
							  	next_state<=S3verifica_borra;  
								end
			S4sel_ciclos: begin 
								aux=1'b1;
								case(sel_ciclos)
								3'b000: n_ciclos<=1;
								3'b001: n_ciclos<=2;
								3'b010: n_ciclos<=3;
								3'b011: n_ciclos<=4;
								3'b100: n_ciclos<=5;
								3'b101: n_ciclos<=6;
								3'b110: n_ciclos<=7;
								3'b111: n_ciclos<=8;
								endcase
								if(contador==10)
									next_state<=S5verifica_temp;  
								aux=1'b0;
								end
			S5verifica_temp: begin
									if(sen_temp)
									next_state<=S6ciclo_moagem;  
									else
									next_state<=S5verifica_temp;  
									end
			S6ciclo_moagem: begin
									case(n_ciclos)
                                0: begin
                                    end
                                1: begin                          
											  next_state <= S7verifica_graos;
                                    end
                                2: begin
                                   n_ciclos <= (n_ciclos-1);
											  next_state <= S7verifica_graos;
                                    end
                                3: begin     
                                   n_ciclos <= (n_ciclos-1);
											  next_state <= S7verifica_graos;
                                    end
                                4: begin
                                   n_ciclos <= (n_ciclos-1);
											  next_state <= S7verifica_graos;
                                    end
                                5: begin
                                   n_ciclos <= (n_ciclos-1);
											  next_state <= S7verifica_graos;
                                    end
                                6: begin
                                   n_ciclos <= (n_ciclos-1);
											  next_state <= S7verifica_graos;
                                    end
                                7: begin
                                   n_ciclos <= (n_ciclos-1);
											  next_state <= S7verifica_graos;
                                    end
                                8: begin
                                   n_ciclos <= (n_ciclos-1);
											  next_state <= S7verifica_graos;
                                    end
										  default: next_state<=S7verifica_graos;
                            endcase
								end
			S7verifica_graos: begin
									if(sen_grao)
										next_state<=S6ciclo_moagem;
									else
										next_state<=S8espera;
									end
			S8espera: begin
						 aux=1'b1;
						 if(contador==10)begin
								aux=1'b0;
								if(sen_grao)
										next_state<=S6ciclo_moagem;
								 else
										next_state<=S4sel_ciclos;
												end
							end
			S9cafe: next_state<=S1contagem_money;				
					endcase
			end
	always@ (current_state)begin
		case(current_state)
			S1contagem_money: coffee=0;
			S2verifica_agua: coffee=0;
			S3verifica_borra: coffee=0;
			S4sel_ciclos: coffee=0;
			S5verifica_temp: coffee=0;
			S6ciclo_moagem: coffee=0;
			S7verifica_graos: coffee= 0;
			S8espera: coffee=0;
			S9cafe: coffee=1;
		endcase
		end
endmodule 
module cheio(clk, money, sen_borra, sen_grao, sen_temp, nvl_agua, sel_ciclos, rst, coffee, balance,clock1hz,busy);
input clk, money, sen_borra, sen_grao, sen_temp, nvl_agua, rst,clock1hz;
input [2:0] sel_ciclos;
output reg coffee, balance, busy;
	parameter [3:0] S1contagem_money=4'b0001;  
	parameter [3:0] S2verifica_agua=4'b0011;  
	parameter [3:0] S3verifica_borra=4'b0010;  
	parameter [3:0] S4sel_ciclos=4'b0110;  
	parameter [3:0] S5verifica_temp=4'b0111;  
	parameter [3:0] S6ciclo_moagem=4'b0101;  
	parameter [3:0] S7verifica_graos=4'b0100;  
	parameter [3:0] S8espera=4'b1100;  
	parameter [3:0] S9cafe=4'b1101;  
	reg [3:0] next_state;
	reg [3:0] current_state;
	reg [3:0] contador=0;
	reg [2:0] n_ciclos;
	reg enable=1'b0;
	reg aux;
	always@(posedge clock1hz)   
        begin
				enable=aux;
            if(enable)
                contador=contador+1;
				if(contador==10)begin
				enable=0;
				contador=0;
				end
        end
	always @(posedge clk)
		begin
			if(rst) begin
				current_state<=S1contagem_money;
				busy= 0;
				end
			else begin
				current_state<=next_state;
				busy= 1;
				end
		end
	always @(current_state or sen_borra or sen_grao or sen_temp or nvl_agua or sel_ciclos)begin
			case(current_state)
			S1contagem_money: begin
							 if(money== 50)
								next_state<=S2verifica_agua;  
							 else if(money< 50)
							 	next_state<=S1contagem_money;  
							 else begin
							 	next_state<=S2verifica_agua;  
								balance = money - 50;
								end
							 end
			S2verifica_agua: begin 
							 if(nvl_agua)
								next_state<=S3verifica_borra;  
							 else 
							 	next_state<=S2verifica_agua;  
								end
			S3verifica_borra: begin 
								if(!sen_borra)
								next_state<=S4sel_ciclos;  
							  else 
							  	next_state<=S3verifica_borra;  
								end
			S4sel_ciclos: begin 
								aux=1'b1;
								case(sel_ciclos)
								3'b000: n_ciclos<=1;
								3'b001: n_ciclos<=2;
								3'b010: n_ciclos<=3;
								3'b011: n_ciclos<=4;
								3'b100: n_ciclos<=5;
								3'b101: n_ciclos<=6;
								3'b110: n_ciclos<=7;
								3'b111: n_ciclos<=8;
								endcase
								if(contador==10)
									next_state<=S5verifica_temp;  
								aux=1'b0;
								end
			S5verifica_temp: begin
									if(sen_temp)
									next_state<=S6ciclo_moagem;  
									else
									next_state<=S5verifica_temp;  
									end
			S6ciclo_moagem: begin
									case(n_ciclos)
                                0: begin
                                    end
                                1: begin                          
											  next_state <= S7verifica_graos;
                                    end
                                2: begin
                                   n_ciclos <= (n_ciclos-1);
											  next_state <= S7verifica_graos;
                                    end
                                3: begin     
                                   n_ciclos <= (n_ciclos-1);
											  next_state <= S7verifica_graos;
                                    end
                                4: begin
                                   n_ciclos <= (n_ciclos-1);
											  next_state <= S7verifica_graos;
                                    end
                                5: begin
                                   n_ciclos <= (n_ciclos-1);
											  next_state <= S7verifica_graos;
                                    end
                                6: begin
                                   n_ciclos <= (n_ciclos-1);
											  next_state <= S7verifica_graos;
                                    end
                                7: begin
                                   n_ciclos <= (n_ciclos-1);
											  next_state <= S7verifica_graos;
                                    end
                                8: begin
                                   n_ciclos <= (n_ciclos-1);
											  next_state <= S7verifica_graos;
                                    end
										  default: next_state<=S7verifica_graos;
                            endcase
								end
			S7verifica_graos: begin
									if(sen_grao)
										next_state<=S6ciclo_moagem;
									else
										next_state<=S8espera;
									end
			S8espera: begin
						 aux=1'b1;
						 if(contador==10)begin
								aux=1'b0;
								if(sen_grao)
										next_state<=S6ciclo_moagem;
								 else
										next_state<=S4sel_ciclos;
												end
							end
			S9cafe: next_state<=S1contagem_money;
					endcase
			end
	always@ (current_state)begin
		case(current_state)
			S1contagem_money: coffee=0;
			S2verifica_agua: coffee=0;
			S3verifica_borra: coffee=0;
			S4sel_ciclos: coffee=0;
			S5verifica_temp: coffee=0;
			S6ciclo_moagem: coffee=0;
			S7verifica_graos: coffee= 0;
			S8espera: coffee=0;
			S9cafe: coffee=1;
		endcase
		end
endmodule 
</file>
<file path="run.sh">
#!/bin/bash
# OpenROAD 26Q1-2900-gdf79404cd8, Yosys 0.63+post, stock flow scripts
make -C /OpenROAD-flow-scripts/flow DESIGN_CONFIG=/design/flow/config.mk WORK_HOME=/design/flow/orfs finish
</file>
<file path="config.mk">
export PLATFORM = sky130hd
export DESIGN_NAME = cheio
export DESIGN_NICKNAME = cheio
export VERILOG_FILES = /design/flow/design.v
export SDC_FILE = /design/flow/constraint.sdc
export NUM_CORES = 4
export LEC_CHECK = 1
export CORE_AREA = 10 10 75 75
export DIE_AREA = 0 0 85 85
</file>
<file path="constraint.sdc">
current_design cheio

set clk_period 1.3
set clk_io_pct 0.2

create_clock -name clk0 -period $clk_period [get_ports {clk}]
create_clock -name clk1 -period $clk_period [get_ports {clock1hz}]

set non_clock_inputs [all_inputs -no_clocks]
set_input_delay [expr $clk_period * $clk_io_pct] -clock clk0 $non_clock_inputs
set_output_delay [expr $clk_period * $clk_io_pct] -clock clk0 [all_outputs]
</file>
==> reports/qor.csv <==
stage,metric,value,unit
cts,clock tree from TritonCTS,yes,
pwr,Logic pwr share,10.4,%
pwr,net switching power,182.2,µW
route,vias per inst,4.127,
die,die area,7225,µm²
job,Log Warnings,35,
critical_path,CP Launch Type,register,
yosys,Post-synth area hogs,"dfxtp_1 (19%), ha_1 (15%), dlxtn_1 (14%)",
place,Area after DPL,1076,µm²
grt,met3 Use GR,1.252,%
place,GPL Wtd Cong,0.7969,
critical_path,"delay-heaviest family, CP",buffers and inverters,
pwr,pwr dens,802.3,nW/µm²
yosys,Yosys chip area,944.7,µm²
die,Ports,14,
grt,Tot GR Track Use,4.240,%
yosys,"area leader, netlist",dfxtp_1,
place,Detail Placement HPWL,1.239,mm
route,Final ANT Viol Nets,0,
yosys,Synth Flop Type,dlxtn_1,
die,Rows,23,
layout,Layout area overhead,23.18,%
critical_path,Worst EP arrival,0.98,ns
final_timing,endpoints left unconstrained,10,
die,die width,85,µm
pwr,Leak,0.5111,nW
die,Core ar.,4058,µm²
grt,initial antenna violation count,0,
yosys,cell count in the Yosys report,103,
pwr,clock share of power,57.5,%
grt,layer with the highest usage,met1,
layout,final core occ,28.68,%
status,status,"finished, final reports clean",
pwr,power share of the sequential group,32.1,%
route,DR DRC count,0,
grt,first-pass GRT wire length,2.704,mm
final_timing,Max-slew headroom,67.12,%
yosys,Mapped Cells,103,
route,Pre-Repair DR Iteration Count,4,
yosys,"Avg Cell Area, Syn",9.171,µm²
final_timing,Setup Skew,0.003205,ns
grt,largest net degree at the start of global routing,12,
critical_path,worst-path maximum fanout,1,
yosys,"Distinct cells, synth",37,
yosys,post-synthesis cell area,944.7,µm²
yosys,"area share, top type",19.07,%
place,IO Port Bufs,10,
min_path,Worst Hold Class,reg -> reg,
yosys,number of synthesis warnings,40,
layout,layout cells sized above 1,11.30,%
yosys,fraction of registers with async set/reset,0,%
final_timing,final setup violation count,0,
pwr,sw frac,19.51,%
route,antenna cells,0,
route,Total Wirelength,1.627,mm
grt,vias in the first global route,623,
final_timing,Pins Over Slew Limit,0,
route,Detailed Route Iter0 Violations,18,
pwr,VDD IR max,489.8,µV
critical_path,slowest cell delay on critical path,0.46,ns
critical_path,crit end category,output port,
cts,"CTS clk-pin slew, worst paths",0.03,ns
critical_path,crit path cell chain,clkdlybuf4s50_1,
yosys,most frequent cells after synthesis,"ha_1 (11), dfxtp_1 (9), dlxtn_1 (9), inv_1 (9)",
final_timing,Fin Setup TNS,0,ns
critical_path,WP buf/inv,1,
final_timing,unrepaired setup endpoints after global routing,false,
route,vias post-DR,681,
yosys,cell with the most instances after synthesis,ha_1,
layout,"Non-Filler Cell Area, Final",1164,µm²
yosys,Post-synth EDFFs,0,
pwr,Int Pwr,751.4,µW
job,total of max-cap violations,0,
critical_path,data required time of the worst path,1.04,ns
grt,GR met1 Demand/Resource,6.358,%
final_timing,measured slew at the worst slew-check pin,0.4870,ns
critical_path,Critical-path top delay cell,clkdlybuf4s50_1,
final_timing,final hold violations,0,
critical_path,Crit Path Class,reg -> out,
grt,global routing met2 resource utilization,5.654,%
final_timing,register pins left without a clock,9,
yosys,Yosys reg bits,18,
die,Die H,85,µm
route,Wirelength per Cell,9.861,µm
die,Pre-Place Util,23.28,%
grt,grt ovf,0,
## power groups by stage
stage	clock network, mW	logic [mW]	registers (mW)
after CTS	0.551	0.0986	0.300
after global routing	0.580	0.109	0.300
final	0.537	0.0972	0.299
## final timing paths
| check | cells past startpoint | endpoint | slack, ns | from |
|---|---|---|---|---|
| min in group clk0 | 2 | current_state[0] | 0.64 | rst |
| setup / recovery | 1 | busy | 0.06 | busy |
| max in group clk1 | 4 | contador[3] | 0.12 | contador[0] |
| hold / removal | 1 | contador[0] | 0.51 | contador[0] |
| hold reg to reg | 1 | contador[0] | 0.51 | contador[0] |
| setup reg to reg | 4 | contador[3] | 0.12 | contador[0] |
## metal layers
layer,wire [µm],vias up
li1,-,367
met1,825,302
met2,749,12
met3,53,0
met4,0,0
met5,0,-
## stage by stage
| stage | std cells | worst slack [ns] | hold slack, ns | total power [mW] |
|---|---|---|---|---|
| after floorplan | 103 | 0.1882 | 0.3165 | 0.3579 |
| after global placement | 158 | 0.1391 | 0.5233 | 0.3988 |
| after detailed placement | 158 | 0.04738 | 0.5306 | 0.4008 |
| after CTS | 165 | 0.02667 | 0.5378 | 0.9493 |
| after global routing | 165 | 0.004002 | 0.5434 | 0.9890 |
| final | 165 | 0.06476 | 0.5105 | 0.9336 |
## layout make-up
type,instances,area (µm²)
Timing Repair Buffer,11,107.6
Inverter,9,33.78
Tap cell,50,62.56
Multi-Input combinational cell,70,556.8
Fill cell,422,2894
Sequential cell,18,316.6
Clock buffer,7,86.33
## layout by cell type (no fill, tap or decap), types with 2 or more instances in the layout
master and n:
a21oi_1 5, and3b_1 2, clkbuf_8 6, clkdlybuf4s50_1 10, dfxtp_1 8, dlxtn_1 9
ha_1 11, inv_1 9, mux2i_1 2, nand2_1 4, nand4_1 2, nor2_1 6
nor2b_1 6, o21ai_0 6, or2_2 2, xnor2_1 2, xor2_1 3
## logic make-up (layout without fill, tap and decap cells)
group / count (synthesis) / in the layout / synth area share (%)
AOI/OAI and AO/OA: 19 / 19 / 14.57
and+or+nand+nor: 32 / 32 / 22.65
xor gates and xnor gates: 5 / 5 / 4.637
adders and majority gates: 11 / 11 / 14.57
DFF: 9 / 9 / 19.07
latches: 9 / 9 / 14.30
other: 1 / 1 / 0.3970
muxes: 2 / 2 / 2.119
buffers and inverters: 15 / 27 / 7.681
## timing repair
item | 4_1_cts | 5_1_grt
setup buffers | 0 | 0
endpoints found under the setup margin | 0 | 2
hold buffers | 0 | 0
hold endpoints to repair | 0 | 0
gates resized | 0 | 2
## registers in the layout, indices dropped and copies added, names as in the netlist
name           cells
n_ciclos           3
next_state         4
contador           4
current_state      4
coffee             1
aux                1
busy               1
Power figures rest on the tool's default switching activity, not on a simulated workload.
